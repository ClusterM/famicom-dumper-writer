File: design/flow/config.mk
export PLATFORM = sky130hd
export DESIGN_NAME = FamicomDumper
export DESIGN_NICKNAME = FamicomDumper
export VERILOG_FILES = /design/flow/design.v
export SDC_FILE = /design/flow/constraint.sdc
export NUM_CORES = 4
export LEC_CHECK = 1
export CORE_AREA = 10 10 98 98
export DIE_AREA = 0 0 108 108
File: design/flow/constraint.sdc
current_design FamicomDumper

set clk_period 3.5
set clk_io_pct 0.2

create_clock -name clk0 -period $clk_period [get_ports {m2}]
create_clock -name clk1 -period $clk_period [get_ports {master_clock}]

set non_clock_inputs [all_inputs -no_clocks]
set_input_delay [expr $clk_period * $clk_io_pct] -clock clk0 $non_clock_inputs
set_output_delay [expr $clk_period * $clk_io_pct] -clock clk0 [all_outputs]
File: design/flow/design.v
module FamicomDumper # (
  parameter LEDS_TIMER_SIZE = 12,
  parameter VERSION_3 = 1
)
(
   input m2,
   input master_clock,
   input ne1,
   input ne2,
   input nwe,
   input noe,
   input a13,
   input a15, 
   output nwait,
   output romsel,
   output cpu_rw,
   output ppu_rd,
   output ppu_wr,
   output na13,
   output cpu_dir,
   output cpu_oe,
   output ppu_dir,
   output ppu_oe,
   input coolboy_mode,
   output coolboy_oe,
   output coolboy_we,
   output led_prg_read,
   output led_prg_write,
   output led_chr_read,
   output led_chr_write
);
assign romsel = !(m2 && a15 && ne1_active);
assign cpu_rw = reg_cpu_rw || (coolboy_mode && !romsel && VERSION_3);
assign cpu_oe = !cpu_shifter_enabled;
assign cpu_dir = !reg_cpu_rw;
assign ppu_rd = !(!ne2 && !noe);
assign ppu_wr = !(!ne2 && !nwe);
assign ppu_oe = !(!ne2 && ne1);
assign ppu_dir = !(!ne2 && !noe);
assign na13 = !a13;
assign nwait = !waiting;
assign coolboy_oe = !(m2 && a15 && ne1_active && reg_cpu_rw);
assign coolboy_we = !(m2 && a15 && ne1_active && !reg_cpu_rw);
reg [2:0] stage = 0;
reg [5:0] wait_timer = 0;
reg [4:0] neg_m2_timer = 0;
wire waiting = wait_timer < (nwe ? 3'b111 : 4'b1111);
reg cpu_shifter_enabled = 0;
reg reg_cpu_rw = 1;
wire ne1_active = !ne1 && (!noe || !nwe);
reg [1:0] active_led = 0;
reg [LEDS_TIMER_SIZE:0] led_timer = 0;
assign led_prg_read = (active_led == 2'b00) && led_on;
assign led_prg_write = (active_led == 2'b01) && led_on;
assign led_chr_read = (active_led == 2'b10) && led_on;
assign led_chr_write = (active_led == 2'b11) && led_on;
wire led_on = led_timer < ((1 << (LEDS_TIMER_SIZE + 1)) - 1);
always @ (negedge master_clock)
begin
   if (m2)
   begin
      neg_m2_timer = 0;
   end else begin
      neg_m2_timer = neg_m2_timer + 1'b1;
   end
   if (!ne1_active) begin   
      stage = (!m2 && neg_m2_timer < 7) ? 2 : 0;
      wait_timer = 0;
      cpu_shifter_enabled = 0;
      reg_cpu_rw = 1;  
   end 
   else if (stage == 0)  
   begin
      if (m2) stage = 1;
   end 
   else if (stage == 1)  
   begin
      if (!m2) stage = 2;
   end 
   else if (stage == 2)  
   begin
      if (!nwe) reg_cpu_rw = 0;       
      cpu_shifter_enabled = 1;
      if (m2) stage = 3;
   end 
   else if (stage == 3)  
   begin
      if (ne1_active && waiting)
      begin
         wait_timer = wait_timer + 1'b1;
      end
   end   
end
always @ (posedge m2)
begin
  if (led_on) led_timer = led_timer + 1;  
  if (!ne1 && !noe) 
  begin
    active_led = 2'b00;
    led_timer = 0;
  end
  if (!ne1 && !nwe)
  begin
    active_led = 2'b01;
    led_timer = 0;
  end  
  if (!ne2 && !noe) 
  begin
    active_led = 2'b10;
    led_timer = 0;
  end
  if (!ne2 && !nwe)
  begin
    active_led = 2'b11;
    led_timer = 0;
  end  
end
endmodule
File: design/flow/run.sh
#!/bin/bash
# OpenROAD 26Q1-2900-gdf79404cd8, Yosys 0.63+post, stock flow scripts
make -C /OpenROAD-flow-scripts/flow DESIGN_CONFIG=/design/flow/config.mk WORK_HOME=/design/flow/orfs finish
==> notes.md <==
STA classifies the critical path startpoint as a flop. The die covers 11700 um2. The run reported a max-capacitance violation count of 0. The run gives 0 for the initial antenna violation count. After its last routability iteration, the placer logged a weighted congestion of 0.765. Counting the fill cells in the layout gives 753.

The worst-path cell with the longest stage delay was sky130_fd_sc_hd__dfxtp_4. DRC violation count after routing: 0. The post-DP HPWL was 2.49 mm. The largest driver fanout on the critical path came out at 2. The kind of end point of the critical path was a primary output. In this run the critical path is formed by ha_4, nand3_4, buf_6, nand2_1, buf_2.

Setup repair after global routing could not meet its margin everywhere. The hold slack was -0.0620 ns; the area of the core was 7650 um2. The repair_antennas step left the layout with diodes totalling 0.

The run gives 0.196 as the core utilization at floorplan. The fraction of final layout cells with drive strength greater than 1 was 0.285; the average wire per standard cell was 10.9 um. For the synthesized instance count, the log shows 164. STA puts the critical path data required time at 2.80 ns. For the total setup violations reported at the end of the flow, the log shows 1. Averaged over all synthesized cells, the footprint is 9.12 um2.

Start-to-end type of the worst setup path: flop to primary output. At the pin with the least slew margin, the transition time is 0.661 ns. For this run the aggregate overflow at the end of global routing stands at 0. The worst clock skew was 0.0125 ns; the final total power was 1.40 mW. With the post-layout instance area at 2430 um2, the yosys synthesis warning count is 1.

Summed over all cells, the static leakage comes to 1.03 nW. Max-slew headroom at the worst pin: 0.556. The I/O pin count is 25. With the tally of non-filler cells in the final layout at 344, the post-layout worst setup margin is -0.164 ns. The final layout contains routed wiring with a total length of 3.75 mm. With the register share after synthesis at 0.415, the number of global-route vias before repair is 1758. The first global-routing pass estimated 6.76 mm of wire. Per the post-route antenna check, the number of violating nets is 0. The run gives 1970 um2 for the placement-stage cell area. The final reports fail on hold timing, setup timing. After floorplanning, the core was divided into 32 placement rows.

Dividing total power by cell area gives a power density of 577 nW/um2. The number of register bits inferred by synthesis came out at 30. Number of warnings in the stage logs: 63. Per STA, the highest per-stage delay on the worst path measures 0.34 ns. Total routing resource utilization after global routing: 0.0707. The die extent in x works out to 108 um.

On the critical path the data arrives at 2.96 ns. TritonCTS built the clock tree. The type of the tightest min-delay check is clock port to flop.

Summed over all failing endpoints, the final setup total negative slack is -0.164 ns. Counting distinct cell types in the post-synthesis netlist gives 44. The vertical die dimension reported for this design is 108 um. The logs give 1500 um2 for the Yosys chip area and 0 for the hold-fix buffer count after cts. The mapped netlist covers 1500 um2.

Layout overhead on the synthesized area: 62.5%. The tools report the number of slew-limit violations in the final report as 0. Entering global routing, the biggest net connects 14 pins. With the cell total after placement at 299, the count of endpoints failing hold in the final timing report is 1. CTS clock-pin slew for the worst setup and hold paths: 0.03 ns.

Setup slack on the worst path after placement came out at -0.480 ns. The final route contains 1452 vias. The flow ran to the end, but the final reports show violations. The run gives 0.373 mV for the highest ir drop seen on vdd. The tools report the number of iterations in the first detailed-routing pass as 5. The run gives 82 for the initial DRC count. The total of buffers placed on input and output ports is 23, and the routed via count divided by cell count is 4.22. For this design, Yosys synthesis ends with a cell count of 164.
layer usage:
metal | vias up | track usage | share of wire | routed length [um]
li1 | 737 | - | - | -
met3 | 11 | 0.0584 | 0.093 | 349
met4 | 0 | 0.0630 | 0.033 | 125
met1 | 665 | 0.0745 | 0.44 | 1640
met2 | 39 | 0.0858 | 0.44 | 1640
met5 | - | 0 | 0 | 0
registers in the layout, indices dropped and copies added (netlist names):
register	cells
neg_m2_timer	5
active_led	2
wait_timer	6
cpu_shifter_enabled	1
led_timer	13
reg_cpu_rw	1
stage	2
critical path: cells and delay by family, from the launching register on:
| kind | cells | cell delay, ns |
|---|---|---|
| and+or+nand+nor | 2 | 0.10 |
| DFF | 1 | 0.34 |
| adders and majority gates | 1 | 0.27 |
| buffers and inverters | 2 | 0.20 |
power breakdown:
| group | internal [mW] | total [mW] | switching [mW] |
|---|---|---|---|
| clock network | 0.553 | 0.859 | 0.306 |
| logic | 0.0752 | 0.145 | 0.0694 |
| registers | 0.382 | 0.401 | 0.0187 |
final timing paths:
path | startpoint | endpoint | slack (ns) | cells past startpoint
setup / recovery | wait_timer[3] | nwait | -0.16 | 5
hold / removal | m2 | neg_m2_timer[0] | -0.06 | 2
setup reg to reg | led_timer[2] | led_timer[4] | 1.76 | 4
max in group clk1 | nwe | wait_timer[1] | 0.06 | 8
hold reg to reg | neg_m2_timer[0] | neg_m2_timer[0] | 0.46 | 1
min in group clk0 | led_timer[8] | led_timer[8] | 0.48 | 2
cells by family (layout without fill, tap and decap cells):
group,count (synthesis),in the layout,synth area share
flops,30,30,0.415
buf+inv,16,94,0.0502
fa+ha+maj,8,8,0.0669
xor+xnor,6,6,0.0351
compound gates,38,38,0.175
simple gates,66,66,0.258
layout make-up:
type | instances | area (um2) | share of cell area
multi-input combinational | 118 | 853 | 0.351
sequential | 30 | 626 | 0.257
timing repair buffer | 38 | 340 | 0.140
clock buffer | 27 | 334 | 0.137
tap | 102 | 128 | 0.0525
clock inverter | 19 | 113 | 0.0463
inverter | 10 | 37.5 | 0.0154
synthesized netlist by cell type:
library cell,number,area (um2)
sky130_fd_sc_hd__nor2_1,17,63.8
sky130_fd_sc_hd__nand3_1,9,45.0
sky130_fd_sc_hd__o21a_1,2,15.0
sky130_fd_sc_hd__ha_1,8,100
sky130_fd_sc_hd__nand4_2,1,12.5
sky130_fd_sc_hd__or3_2,1,7.51
sky130_fd_sc_hd__o21ai_1,1,5.00
sky130_fd_sc_hd__o21ai_0,8,40.0
sky130_fd_sc_hd__or2_2,2,12.5
sky130_fd_sc_hd__or3_1,1,6.26
sky130_fd_sc_hd__nand4_4,1,21.3
sky130_fd_sc_hd__inv_1,12,45.0
sky130_fd_sc_hd__a21o_1,2,15.0
sky130_fd_sc_hd__and3_1,2,12.5
sky130_fd_sc_hd__o32ai_1,1,8.76
sky130_fd_sc_hd__nor2b_1,1,6.26
sky130_fd_sc_hd__a21oi_1,8,40.0
sky130_fd_sc_hd__nor4_1,3,18.8
sky130_fd_sc_hd__xnor2_1,3,26.3
sky130_fd_sc_hd__nand2b_1,3,18.8
sky130_fd_sc_hd__o31ai_1,4,30.0
sky130_fd_sc_hd__nand4_1,1,6.26
sky130_fd_sc_hd__nor3_1,3,15.0
sky130_fd_sc_hd__o311a_1,1,10.0
sky130_fd_sc_hd__buf_6,1,11.3
sky130_fd_sc_hd__nand2_1,11,41.3
sky130_fd_sc_hd__and2_1,2,12.5
sky130_fd_sc_hd__o21bai_1,1,7.51
sky130_fd_sc_hd__xor2_1,3,26.3
sky130_fd_sc_hd__nor3b_1,3,22.5
sky130_fd_sc_hd__o211ai_1,3,22.5
sky130_fd_sc_hd__clkbuf_1,1,3.75
sky130_fd_sc_hd__a21oi_4,1,16.3
sky130_fd_sc_hd__a21oi_2,1,8.76
sky130_fd_sc_hd__buf_4,2,15.0
sky130_fd_sc_hd__nand3_4,1,17.5
sky130_fd_sc_hd__a31o_2,3,26.3
sky130_fd_sc_hd__edfxtp_1,2,60.1
sky130_fd_sc_hd__nand3_2,1,10.0
sky130_fd_sc_hd__or4_1,2,15.0
sky130_fd_sc_hd__a31oi_1,1,6.26
sky130_fd_sc_hd__o31a_2,1,10.0
sky130_fd_sc_hd__nor4_4,1,21.3
sky130_fd_sc_hd__dfxtp_1,28,561
repair_timing:
| action | 4_1_cts | 5_1_grt |
|---|---|---|
| buffers inserted | 3 | 2 |
| pin swaps | 3 | 3 |
| setup endpoints to repair | 20 | 8 |
| endpoints found under the hold margin | 0 | 0 |
| resized | 23 | 4 |
per-stage QoR:
stage / hold WS, ns / utilization
2_1_floorplan: 0.285 / -
3_3_place_gp: 0.0945 / 0.257
3_5_place_dp: 0.0945 / 0.257
4_1_cts: -0.0547 / 0.314
5_1_grt: -0.0583 / 0.318
6_report: -0.0620 / 0.318
layout by cell type (no fill, tap or decap), types with 6 or more instances in the layout:
master | Yosys | routed
sky130_fd_sc_hd__nand2_1 | 11 | 11
sky130_fd_sc_hd__nor2_1 | 17 | 17
sky130_fd_sc_hd__nand3_1 | 9 | 8
sky130_fd_sc_hd__dlygate4sd2_1 | 0 | 6
sky130_fd_sc_hd__clkdlybuf4s50_1 | 0 | 13
sky130_fd_sc_hd__dfxtp_1 | 28 | 26
sky130_fd_sc_hd__inv_1 | 12 | 25
sky130_fd_sc_hd__a21oi_1 | 8 | 8
sky130_fd_sc_hd__o21ai_0 | 8 | 8
sky130_fd_sc_hd__clkbuf_8 | 0 | 22
sky130_fd_sc_hd__buf_4 | 2 | 15
sky130_fd_sc_hd__ha_1 | 8 | 6
Power and IR drop assume default switching activity.
